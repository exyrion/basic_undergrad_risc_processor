$ cat /design/flow/design.v
module Circuit74181 (S, A, B, M, CNb, F, X, Y, CN4b, AEB);
  input [3:0] A, B, S;
  input CNb, M; 
  output [3:0] F;
  output AEB, X, Y, CN4b;
  TopLevel74181 Ckt74181 (S, A, B, M, CNb, F, X, Y, CN4b, AEB);
endmodule  
module TopLevel74181 (S, A, B, M, CNb, F, X, Y, CN4b, AEB);
  input [3:0] A, B, S;
  input CNb, M; 
  output [3:0] F;
  output AEB, X, Y, CN4b;
  wire [3:0] E, D, C, Bb;
  Emodule Emod1 (A, B, S, E, Bb);
  Dmodule Dmod2 (A, B, Bb, S, D);
  CLAmodule CLAmod3(E, D, CNb, C, X, Y, CN4b);
  Summodule Summod4(E, D, C, M, F, AEB);
endmodule  
module Emodule (A, B, S, E, Bb);
  input [3:0] A, B, S;
  output [3:0] E, Bb;
  wire [3:0]  ABS3, ABbS2;
  not Bb0gate(Bb[0], B[0]);
  not Bb1gate(Bb[1], B[1]);
  not Bb2gate(Bb[2], B[2]);
  not Bb3gate(Bb[3], B[3]);
  and ABS30gate(ABS3[0], A[0], B[0], S[3]);
  and ABS31gate(ABS3[1], A[1], B[1], S[3]);
  and ABS32gate(ABS3[2], A[2], B[2], S[3]);
  and ABS33gate(ABS3[3], A[3], B[3], S[3]);
  and ABbS20gate(ABbS2[0], A[0], Bb[0], S[2]);
  and ABbS21gate(ABbS2[1], A[1], Bb[1], S[2]);
  and ABbS22gate(ABbS2[2], A[2], Bb[2], S[2]);
  and ABbS23gate(ABbS2[3], A[3], Bb[3], S[2]);
  nor E0gate(E[0], ABS3[0], ABbS2[0]);
  nor E1gate(E[1], ABS3[1], ABbS2[1]);
  nor E2gate(E[2], ABS3[2], ABbS2[2]);
  nor E3gate(E[3], ABS3[3], ABbS2[3]);
endmodule  
module Dmodule (A, B, Bb, S, D);
  input [3:0] A, B, Bb, S;
  output [3:0] D;
  wire [3:0]  BbS1, BS0;  
  and BbS10gate(BbS1[0], Bb[0], S[1]);
  and BbS11gate(BbS1[1], Bb[1], S[1]);
  and BbS12gate(BbS1[2], Bb[2], S[1]);
  and BbS13gate(BbS1[3], Bb[3], S[1]);
  and BS00gate(BS0[0], B[0], S[0]);
  and BS01gate(BS0[1], B[1], S[0]);
  and BS02gate(BS0[2], B[2], S[0]);
  and BS03gate(BS0[3], B[3], S[0]);
  nor D0gate(D[0], BbS1[0], BS0[0], A[0]);
  nor D1gate(D[1], BbS1[1], BS0[1], A[1]);
  nor D2gate(D[2], BbS1[2], BS0[2], A[2]);
  nor D3gate(D[3], BbS1[3], BS0[3], A[3]);
endmodule  
module CLAmodule(Gb, Pb, CNb, C, X, Y, CN4b);
  input [3:0] Gb, Pb;
  input CNb; 
  output [3:0] C;
  output X, Y, CN4b;
  not C0gate(C[0], CNb);
  buf Pb0gate(Pb0, Pb[0]);
  and CNbGb0gate(CNbGb0, CNb, Gb[0]);
  buf Pb1gate(Pb1, Pb[1]);
  and Pb0Gb1gate(Pb0Gb1, Pb[0], Gb[1]);
  and CNbGb01gate(CNbGb01, CNb, Gb[0], Gb[1]);
  buf Pb2gate(Pb2, Pb[2]);
  and Pb1Gb2gate(Pb1Gb2, Pb[1], Gb[2]);
  and Pb0Gb12gate(Pb0Gb12, Pb[0], Gb[1], Gb[2]);
  and CNbGb012gate(CNbGb012, CNb, Gb[0], Gb[1], Gb[2]);
  buf Pb3gate(Pb3, Pb[3]);
  and Pb2Gb3gate(Pb2Gb3, Pb[2], Gb[3]);
  and Pb1Gb23gate(Pb1Gb23, Pb[1], Gb[2], Gb[3]);
  and Pb0Gb123gate(Pb0Gb123, Pb[0], Gb[1], Gb[2], Gb[3]);
  nand Xgate(X, Gb[0], Gb[1], Gb[2], Gb[3]);
  nor Ygate(Y, Pb3,Pb2Gb3,Pb1Gb23,Pb0Gb123);
  nand XCNbgate(XCNb, Gb[0], Gb[1], Gb[2], Gb[3], CNb);
  nand CN4bgate(CN4b, Y, XCNb);
  nor C3gate(C[3], Pb2, Pb1Gb2, Pb0Gb12, CNbGb012);
  nor C2gate(C[2], Pb1, Pb0Gb1, CNbGb01);
  nor C1gate(C[1], Pb0, CNbGb0);
endmodule  
module Summodule(E, D, C, M, F, AEB);
  input [3:0] E, D, C;
  input M; 
  output [3:0] F;
  output AEB;
  wire [3:0] EXD, CM;
  xor EXD0gate(EXD[0], E[0], D[0]);
  xor EXD1gate(EXD[1], E[1], D[1]);
  xor EXD2gate(EXD[2], E[2], D[2]);
  xor EXD3gate(EXD[3], E[3], D[3]);
  or CM0gate(CM[0], C[0], M);
  or CM1gate(CM[1], C[1], M);
  or CM2gate(CM[2], C[2], M);
  or CM3gate(CM[3], C[3], M);
  xor F0gate(F[0], EXD[0], CM[0]);
  xor F1gate(F[1], EXD[1], CM[1]);
  xor F2gate(F[2], EXD[2], CM[2]);
  xor F3gate(F[3], EXD[3], CM[3]);
  and AEBgate(AEB, F[0], F[1], F[2], F[3]);
endmodule  
$ cat /design/flow/run.sh
#!/bin/bash
# OpenROAD 26Q1-2900-gdf79404cd8, Yosys 0.63+post, stock flow scripts
make -C /OpenROAD-flow-scripts/flow DESIGN_CONFIG=/design/flow/config.mk WORK_HOME=/design/flow/orfs finish
$ cat /design/flow/config.mk
export PLATFORM = sky130hd
export DESIGN_NAME = Circuit74181
export DESIGN_NICKNAME = Circuit74181
export VERILOG_FILES = /design/flow/design.v
export SDC_FILE = /design/flow/constraint.sdc
export NUM_CORES = 4
export LEC_CHECK = 1
export CORE_AREA = 10 10 70 70
export DIE_AREA = 0 0 80 80
$ cat /design/flow/constraint.sdc
current_design Circuit74181

set clk_period 2.4
set clk_io_pct 0.2

create_clock -name clk0 -period $clk_period

set non_clock_inputs [all_inputs -no_clocks]
set_input_delay [expr $clk_period * $clk_io_pct] -clock clk0 $non_clock_inputs
set_output_delay [expr $clk_period * $clk_io_pct] -clock clk0 [all_outputs]
==> job_summary.md <==
### Metrics collected by this job

| Metric | Value |
|---|---|
| Status | completed |
| Max IR drop VDD | around 0.000051 V |
| Max-cap viol count | 0 |
| DP Wirelength | 1490 um |
| Worst setup SP type | input pin |
| Leak | around 0.00046 uW |
| Max frequency | roughly 0.42 GHz |
| Yosys Warn Count | 14 |
| Top logic family | AND-OR/OR-AND gates |
| Chip footprint | 6400 sq um |
| DR vias | between 600 and 700 |
| Synth Seq Share | 0% |
| Dominant cell area share | under 10% |
| Count leader, synth | nand2_1 |
| Vias per cell | between 4 and 5 |
| Ports | 22 |
| Residual DRC | 0 |
| Drt first pass iters | 4 |
| Post-synth top area cell | mux2_2 |
| DR WL/cell | approximately 12 um |
| Required @ worst endpoint | between 1.5 and 2 ns |
| # Cells Yosys | between 60 and 70 |
| Synth unique cells | 33 |
| Initial Util | 13.2% |
| Critical path fanouts, max | 3 |
| Post-Place Cells | between 100 and 150 |
| Crit path DAT | around 1.9 ns |
| Worst Hold Class | in2out |
| Cell Count, Final, Fillers Out | between 150 and 200 |
| Tmin final | ~2.4 ns |
| Grt ovf | 0 |
| Final setup vio count | 0 |
| Relative slew slack | 81.3% |
| Chip height | roughly 80 um |
| Post-route ant nets | 0 |
| RSZ-0062 raised after global routing | yes |
| Pins Over Slew Limit | 0 |
| Layout area overhead | 122% |
| Largest net degree at the start of global routing | 8 |
| Tool Warnings | 34 |
| Critical Path Start | B[0] |
| Core ar. | between 3000 and 4000 sq um |
| Die Wd | 80 um |
| Number of global-route vias before repair | 707 |
| Kind of critical path | in2out |
| Simple-Gate Area Share | roughly 23% |
| Global router's overall resource usage | ~6.0% |
| Final Hold Fails | 0 |
| Mean Syn Cell Area | 7.40 sq um |
| Multiplexer share | 23.3% |
| Adder Area Share | 0% |
| Yosys stat area | about 450 sq um |
| Clock Buffer Count | 0 |
| Post-layout period usage | slightly below 100% |
| Pwr Density | 220 nW/um^2 |
| Share of cells above drive strength 1 | between 50% and 60% |
| First-pass GRT wire length | roughly 3200 um |
| Ao+oa area frac | 41.8% |
| Setup TNS | 0 ns |
| PortBufs | 22 |
| Placer Congestion | about 0.89 |
| Post-Syn Instances | approximately 61 |
| FP Rows | 21 |
| ANT cells | 0 |
| DRT iter0 DRCs | 35 |
| Setup crit end kind | primary output |
| Least-Margin Pin Slew | around 0.28 ns |
| XOR/XNOR Area Share | 5.82% |
| Hold Startpoint | CNb |
| Mapped cell area | 452 sq um |
| Top cells, area | mux2_2 (10%), mux4_2 (10%), nor2b_1 (6.9%), a21oi_1 (5.5%), nand2_1 (5.0%) |
| Final hold slack | roughly 1.5 ns |
| Top cells by count | nand2_1 (6), a21oi_1 (5), nor2b_1 (5) |
| Register Area | 0 sq um |
| Routed WL | between 1500 and 2000 um |
| Flop count | 0 |
| Initial antenna violation count | 0 |
cells by family after synthesis:
logic type      after synthesis
compound gates               26
simple gates                 20
mux                           7
buf+inv                       5
xor+xnor                      3
metrics by stage:
step / total power (uW) / utilization [%] / area [sq um] / setup WS (ns)
finish: 221 / 29.4 / 1000 / 0.0466
global route: 244 / 29.4 / 1000 / -0.0398
CTS: 210 / 28.1 / 961 / -0.0607
detailed placement: 190 / 25.7 / 878 / -0.769
global placement: 190 / 25.7 / 878 / -0.766
floorplan: 72.5 / - / 452 / 0.303
worst paths after layout:
| path | to | slack, ns | cells after the start |
|---|---|---|---|
| hold / removal | AEB | 1.50 | 5 |
| setup / recovery | AEB | 0.05 | 8 |
where the power goes:
part           internal (uW)  switching (uW)
clock network              0               0
registers                  0               0
logic                    135            86.2
routing by layer:
metal	track usage (%)	part of all wire, %	vias up
li1	-	-	338
met1	7.18	45	306
met2	10.4	46	16
met3	2.16	9.1	0
met4	0.176	0	0
met5	0	0	-
cells in the final DEF (no fill, tap or decap), types with 2 or more instances in the layout:
cell	netlist	final
inv_1	2	2
nor2b_1	5	4
nand2_1	6	6
o21ai_1	0	3
mux2_2	4	2
mux4_2	2	2
buf_6	1	8
xnor2_1	2	2
buf_2	1	6
dlygate4sd2_1	0	7
o31ai_2	0	2
mux2_4	1	3
a21oi_2	0	3
buf_4	0	24
a31oi_1	2	2
clkbuf_2	0	2
nand2b_4	0	2
repair_timing:
action                     CTS  global route
setup endpoints to repair    8             3
hold buffers                 0             0
pin swaps                   12             9
gates resized               80            24
setup buffers                5             3
cell type report:
class / instances / area (sq um)
repair buffers: 50 / 409
well taps: 46 / 57.6
multi-input cells: 56 / 527
inverters: 3 / 11.3
fillers: 355 / 2410
worst max-delay path: stages:
cell	delay (ns)
buf_6	0.10
mux2_4	0.32
buf_6	0.13
a21boi_2	0.14
a31oi_1	0.09
a221o_1	0.38
o211a_1	0.11
buf_2	0.11
Power and IR drop assume default switching activity.
