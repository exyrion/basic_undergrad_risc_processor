### design.v
module PC_163(reset, parallel_input, parallel_enable, Q, clock, count_en, TC);
input reset, parallel_enable, clock, count_en;
input [3:0] parallel_input;
output [3:0] Q;
output TC;
reg [3:0] Q;
reg TC;
always @(posedge clock)
begin
	if(reset == 0)			 
		Q = 4'b0000;
	else if(parallel_enable == 0) 	 
		Q = parallel_input;
	else if(count_en == 1) 		 
		Q = Q;
	else
		Q = Q+1;
	if(Q == 15)
		TC = 1'b1;
	else
		TC = 1'b0;
end
endmodule
### run.sh
#!/bin/bash
# OpenROAD 26Q1-2900-gdf79404cd8, Yosys 0.63+post, stock flow scripts
make -C /OpenROAD-flow-scripts/flow DESIGN_CONFIG=/design/flow/config.mk WORK_HOME=/design/flow/orfs finish
### config.mk
export PLATFORM = sky130hd
export DESIGN_NAME = PC_163
export DESIGN_NICKNAME = PC_163
export VERILOG_FILES = /design/flow/design.v
export SDC_FILE = /design/flow/constraint.sdc
export NUM_CORES = 4
export LEC_CHECK = 1
export CORE_AREA = 10 10 70 70
export DIE_AREA = 0 0 80 80
### constraint.sdc
current_design PC_163

set clk_period 1.2
set clk_io_pct 0.2

create_clock -name clk0 -period $clk_period [get_ports {clock}]

set non_clock_inputs [all_inputs -no_clocks]
set_input_delay [expr $clk_period * $clk_io_pct] -clock clk0 $non_clock_inputs
set_output_delay [expr $clk_period * $clk_io_pct] -clock clk0 [all_outputs]
==> flow_summary.json <==
{
  "tns_ns": -0.0599,
  "ys.flops": 5,
  "cp_data_arrival_time_ns": 1.40,
  "path_class": "reg2reg",
  "clk_pin_slew_ns": 0.04,
  "p_sw_frac": 0.230,
  "min_period_over_period": 1.05,
  "relSlewSlack": 0.800,
  "syn_inst": 25,
  "crit_path_cell_trace": "ha_4 > mux2i_4 > a21oi_2 > nand2_1 > nor4_2",
  "rsz0062_at_grt": "true",
  "wl_per_cell_um": 8.15,
  "clk_latency_ns": 0.24,
  "grt_max_degree": 5,
  "critical_path_required_ns": 1.34,
  "grt_pass1_wl_um": 1250,
  "power.switching_uw": 116,
  "synth_area_um2": 244,
  "total_power_uw": 505,
  "worstMarginPinSlew_ns": 0.296,
  "numCtsBuffers": 3,
  "ctsLongestPathBuffers": 2,
  "hold_viol": 0,
  "layout_setup_ws_ns": -0.0599,
  "cp_slowest_cell": "dfxtp_4",
  "wl_um": 766,
  "irDropWorstVdd_v": 0.000164,
  "ios": 13,
  "clock-root-buffer": "clkbuf_4",
  "n_antenna_cell": 0,
  "drc": 0,
  "avgSynthCellArea_um2": 9.76,
  "vias_per_cell": 2.67,
  "area_delta_synth_final_pct": 121,
  "cts_tree": "yes",
  "synth_seq_share": 0.410,
  "p_leak_uw": 0.000214,
  "die_area_mm2": 0.00640,
  "die_width_um": 80,
  "worstHoldStart": "parallel_input[0]",
  "drtPass1Iterations": 2,
  "coreArea_mm2": 0.00342,
  "start_kind": "flop",
  "setup_violations": 1,
  "synth_cell_types": 15,
  "hold_ws_ns": 0.632,
  "critPathMaxStageDelay_ns": 0.35,
  "comb_power_share": 0.254,
  "drv_cap": 0,
  "yosys_area_um2": 244,
  "slew_viol_final": 0,
  "status": "finished with violations",
  "regToRegStartpoint": "Q[0]$_DFF_P_",
  "die_h_um": 80,
  "hold_class": "in2reg",
  "place_ws_ns": -0.397,
  "warnings": 27,
  "cp-end-kind": "flop",
  "fp_util": 0.0714,
  "drt_iter0_markers": 21,
  "worstPathMaxFanout": 3,
  "power_density_mw_per_mm2": 939,
  "place_congestion": 0.656,
  "yosys_cells": 25,
  "worst_clock_skew_ns": 0.00271,
  "failed_checks": "negative setup slack",
  "max_freq_mhz": 794,
  "ant_nets": 0,
  "io_buffers": 12,
  "antenna_found_initial": 0,
  "htree_levels": 1,
  "grt-ovfl-total": 0,
  "grt_pass1_vias": 288,
  "layout_min_cycle_time_ns": 1.26,
  "routed-via-count": 251,
  "cts_sinks": 5,
  "p_int_uw": 389,
  "seq_power_share": 0.375,
  "cp-startpoint": "Q[0]$_DFF_P_",
  "grt_usage": 0.0229,
  "row_count": 21,
  "p_clk_frac": 0.371,
  "drive_gt1_frac": 0.438,
  "yosysWarningCount": 1
}
power by group through the flow:
stage	clock, uW	combinational, uW	sequential, uW
4_1_cts	196	115	187
5_1_grt	205	141	191
6_report	188	128	189
metal layers:
metal	up-vias	GRT usage	part of all wire
li1	131	-	-
met1	110	0.0266	0.43
met5	-	0	0
met2	8	0.0369	0.46
met4	0	0.0106	0.025
met3	2	0.00795	0.086
cells by family after synthesis:
logic type      Yosys count  synth area share
mux                       2            0.0821
simple gates              9             0.251
flops                     5             0.410
xor+xnor                  3             0.108
compound gates            4            0.0820
fa+ha+maj                 1            0.0513
buf+inv                   1            0.0154
Yosys cell counts:
library cell,count,area share
nand4b_1,1,0.036
nor4_2,1,0.051
inv_1,1,0.015
and2_4,1,0.036
o21ai_0,3,0.062
nor2b_2,1,0.036
dfxtp_1,5,0.41
nor2_1,2,0.031
a21oi_1,1,0.020
xnor2_1,2,0.072
nand2_1,2,0.031
xor2_1,1,0.036
mux2i_1,2,0.082
nand3b_1,1,0.031
ha_1,1,0.051
path summary, 6_finish.rpt:
check / slack [ns] / endpoint / cells after the start
hold / removal: 0.63 / Q[0]$_DFF_P_ / 3
setup / recovery: -0.06 / TC$_DFF_P_ / 5
hold reg to reg: 0.71 / Q[1]$_DFF_P_ / 3
setup reg to reg: -0.06 / TC$_DFF_P_ / 5
state kept, by name, summed over array words and instances, names as in the netlist:
| name | flops |
|---|---|
| TC | 1 |
| Q | 4 |
what timing repair did:
item,CTS,global route
hold buffers,0,0
gates resized,13,5
setup buffers,3,0
pin swaps,1,5
setup endpoints to repair,7,3
stage by stage:
stage                     cell area, um2   util  cells
after floorplan                      245      -     25
after global placement               460  0.135     88
after detailed placement             460  0.135     88
after CTS                            514  0.151     95
after global routing                 538  0.158     94
final                                538  0.158     94
critical path: cells and delay by family, from the launching register on:
family                   cells  cell delay (ns)
flip-flops                   1             0.35
AND/OR/NAND/NOR              2             0.34
adder cells (fa/ha/maj)      1             0.26
AND-OR/OR-AND                1             0.15
multiplexers                 1             0.06
layout by cell type, fill, tap and decap left out, types with 2 or more instances in the layout:
cell,netlist,final
nand2_1,2,2
clkbuf_4,0,3
buf_4,0,5
nor2_1,2,2
dfxtp_2,0,4
o21ai_0,3,2
clkdlybuf4s50_1,0,6
buf_6,0,2
dlygate4sd2_1,0,6
xnor2_1,2,2
final cells by class:
cell class | count | area (um2)
Clock buffer | 4 | 26.3
Fill cell | 392 | 2880
Inverter | 1 | 3.75
Multi-Input combinational cell | 19 | 169
Sequential cell | 5 | 109
Tap cell | 46 | 57.6
Timing Repair Buffer | 19 | 173
Power and IR drop assume default switching activity.
