**design.v**
```verilog
module SR_169(reset, parallel_input, parallel_enable, Q, clock, count_en, TC, up_downbar);
input reset, parallel_enable, clock, count_en, up_downbar; 
input [3:0] parallel_input;
output [3:0] Q;
output TC;
reg [3:0] Q;
reg TC;
always @(posedge clock)
begin
	if(reset == 0)			 
		Q = 4'b0000;
	else if(parallel_enable == 0) 	 
		Q = parallel_input;
	else if(count_en == 1) 		 
		Q = Q;
	else if(up_downbar == 1)
		Q = Q+1;
	else
		Q = Q-1;
	if(Q == 15)
		TC = 1'b1;
	else
		TC = 1'b0;
end
endmodule
```
**run.sh**
```bash
#!/bin/bash
# OpenROAD 26Q1-2900-gdf79404cd8, Yosys 0.63+post, stock flow scripts
make -C /OpenROAD-flow-scripts/flow DESIGN_CONFIG=/design/flow/config.mk WORK_HOME=/design/flow/orfs finish
```
**config.mk**
```make
export PLATFORM = sky130hd
export DESIGN_NAME = SR_169
export DESIGN_NICKNAME = SR_169
export VERILOG_FILES = /design/flow/design.v
export SDC_FILE = /design/flow/constraint.sdc
export NUM_CORES = 4
export LEC_CHECK = 1
export CORE_AREA = 10 10 70 70
export DIE_AREA = 0 0 80 80
```
**constraint.sdc**
```tcl
current_design SR_169

set clk_period 3.1
set clk_io_pct 0.2

create_clock -name clk0 -period $clk_period [get_ports {clock}]

set non_clock_inputs [all_inputs -no_clocks]
set_input_delay [expr $clk_period * $clk_io_pct] -clock clk0 $non_clock_inputs
set_output_delay [expr $clk_period * $clk_io_pct] -clock clk0 [all_outputs]
```
==> impl_metrics.ini <==
; yosys + openroad results
[run_status]
status = complete, no violations

[timing]
setup_tns_ps = 0
skew_ps = 2.76
relSlewSlack = 0.800
max_freq_mhz = 428
slew_viol_final = 0
setup_viol = 0
min_period_ps = 2340
tightestPinTransition_ps = 299
layout_worst_path_cycle_share = 0.753
rsz0062_at_grt = no
hold_viol = 0

[clock_tree]
holdBufCountCts = 0
cts_root_buffer = clkbuf_4
clock_sinks = 5
cts_made_buffers = 3
cts_buffer_depth = 2
cts.clk_slew.worst_paths_ps = 40
post_cts_resized = 0
cts_tree = yes
post_cts_buffers = 0
worstSkewPairLatency_ps = 240
htreeDepth = 1

[place]
dp_hpwl_um = 779
port_buffers = 13
gp_congestion = 0.755

[setup_path]
critPathKind = in -> reg
worst-endpoint-arrival_ps = 2450
worst_r2r_startpoint = Q[0]
critPathMaxFanout = 3
cp-startpoint = up_downbar
critPathCaptureType = register
cp.required_ps = 3220
cp-start-kind = input pin

[cells_and_area]
comb_area_um2 = 200
fin_util = 0.154
ff_latch_area_um2 = 100
fillers = 383
areaGrowthSynthToFinish_pct = 63.4
drive_above_1_share = 0.0980

[yosys]
syn-mean-instance-area_um2 = 8.93
ys_chip_area_um2 = 322
yosysUniqueCellTypes = 21
yosys_warnings = 1
synth_stat.cells = 36
ys_seq_share = 0.311
synth_area_um2 = 322
ys.flops = 5
synthCells = 36

[grt]
grt_pass1_vias = 326
grt_max_degree = 9
gr-total-overflow = 0
grt_pass1_wl_um = 1490
grt_use_total = 0.0305
antenna_found_initial = 0

[floorplan]
core_um2 = 3420
die_w_um = 80
fp-utilization = 0.0941
dieArea_um2 = 6400
rows = 21
fp.dieH_um = 80
io_pins = 14

[routing]
drc = 0
vias_per_cell = 3.02
diodes = 0
route.detailed.wl_per_inst_um = 9.33
first_iter_violations = 18
wirelength_um = 905
vias = 293
firstDrtPassIters = 4
drtAntennaViolNets = 0

[flow_run]
warnings = 25
maxCapViolCount = 0

[power_and_ir_drop]
ir_drop_mv = 0.195
design_power_total_uw = 204
p_per_area_nw_per_um2 = 388
power.leakage_nw = 0.199

[worst_hold_path]
hp-start = Q[3]
hold_class = reg -> reg
[registers in the layout, indices dropped and copies added (netlist names)]
name,flops
TC,1
Q,4
[path summary, 6_finish.rpt]
| path | endpoint | slack (ps) | cells after the start |
|---|---|---|---|
| max | TC | 760 | 8 |
| min | Q[3] | 580 | 3 |
| max reg2reg | TC | 1400 | 7 |
| min reg2reg | Q[3] | 580 | 3 |
[logic make-up after synthesis]
group           after synthesis  share of synthesized area
xor+xnor                      2                     0.0545
fa+ha+maj                     3                      0.140
compound gates                7                      0.156
mux                           3                     0.0934
buf+inv                       5                     0.0661
simple gates                 11                      0.179
flops                         5                      0.311
[critical path, cell delays in order]
cell and delay [ps]:
clkdlybuf4s50_1 510, inv_1 90, ha_1 330, a21oi_2 170
a211oi_1 90, a31oi_1 250, mux2i_1 310, nor3_2 80
[placed cells by master, fill, tap and decap left out]
cell type	Yosys	layout
a211oi_1	1	1
a21oi_1	1	1
a21oi_2	1	1
a31oi_1	1	1
and2_1	1	1
clkbuf_1	0	1
clkbuf_4	0	3
clkdlybuf4s50_1	0	13
dfxtp_1	5	5
fa_1	1	1
ha_1	2	2
inv_1	3	3
mux2i_1	3	3
nand2_1	2	2
nand2b_1	1	1
nand3_1	2	2
nor2_1	3	3
nor2b_1	1	1
nor3_2	1	1
o211a_1	1	1
o211ai_1	1	1
o21ai_0	1	1
xnor2_1	2	2
[power breakdown]
group	internal [mW]	switching (mW)	total, mW
sequential	0.0696	0.00487	0.0745
combinational	0.0333	0.0228	0.0561
clock	0.0485	0.0249	0.0734
total	0.151	0.0525	0.204
[cell type report]
class / count / area share
well taps: 46 / 0.110
inverters: 3 / 0.0214
repair buffers: 13 / 0.248
flip-flops and latches: 5 / 0.190
clock buffers: 4 / 0.0500
multi-input cells: 26 / 0.381
[synthesized netlist by cell type]
cell / count / share of area
a211oi_1: 1 / 0.023
a21oi_1: 1 / 0.016
a21oi_2: 1 / 0.027
a31oi_1: 1 / 0.019
and2_1: 1 / 0.019
buf_2: 2 / 0.031
dfxtp_1: 5 / 0.31
fa_1: 1 / 0.062
ha_1: 2 / 0.078
inv_1: 3 / 0.035
mux2i_1: 3 / 0.093
nand2_1: 2 / 0.023
nand2b_1: 1 / 0.019
nand3_1: 2 / 0.031
nor2_1: 3 / 0.035
nor2b_1: 1 / 0.019
nor3_2: 1 / 0.031
o211a_1: 1 / 0.031
o211ai_1: 1 / 0.023
o21ai_0: 1 / 0.016
xnor2_1: 2 / 0.054
[routing by layer]
metal / global-route usage / routed length [um] / part of all wire
met3: 0.0273 / 134 / 0.15
met2: 0.0385 / 341 / 0.38
met5: 0 / 0 / 0
met4: 0.00352 / 0 / 0
met1: 0.0384 / 429 / 0.47
[metrics by stage]
| step | instances | hold slack [ps] | area (um^2) | worst slack [ps] |
|---|---|---|---|---|
| after floorplan | 36 | 523 | 322 | 1280 |
| after global placement | 93 | 564 | 499 | 579 |
| after detailed placement | 93 | 572 | 499 | 541 |
| after CTS | 97 | 588 | 526 | 785 |
| after global routing | 97 | 629 | 526 | 683 |
| final | 97 | 584 | 526 | 764 |
